`config.mk`:
```
export PLATFORM = sky130hd
export DESIGN_NAME = musicbox
export DESIGN_NICKNAME = musicbox
export VERILOG_FILES = /design/flow/design.v
export SDC_FILE = /design/flow/constraint.sdc
export NUM_CORES = 4
export LEC_CHECK = 1
export CORE_UTILIZATION = 30
```
`constraint.sdc`:
```
current_design musicbox

set clk_period 5.2
set clk_io_pct 0.2

create_clock -name clk0 -period $clk_period [get_ports {clk}]

set non_clock_inputs [all_inputs -no_clocks]
set_input_delay [expr $clk_period * $clk_io_pct] -clock clk0 $non_clock_inputs
set_output_delay [expr $clk_period * $clk_io_pct] -clock clk0 [all_outputs]
```
`design.v`:
```
module musicbox(clk, sw1, sw2, sw3, spk1);
input clk, sw1, sw2, sw3;
output reg spk1;
reg [25:0] clk_counter = 0;
reg [25:0] limiter = 25_000_000;
parameter hundred = 3, ten = 8, digit = 6;  
reg [3:0] num = 10;
always @(*) begin
	if (sw1 == 0) begin
		num = hundred;
	end else if (sw2 == 0) begin
		num = ten;
	end else if (sw3 == 0) begin
		num = digit;
	end else begin
		num = 10;
	end
	case(num)
		1: limiter = 25_000_000 / 262;  
		2: limiter = 25_000_000 / 294;  
		3: limiter = 25_000_000 / 330;  
		4: limiter = 25_000_000 / 349;  
		5: limiter = 25_000_000 / 392;  
		6: limiter = 25_000_000 / 440;  
		7: limiter = 25_000_000 / 494;  
		8: limiter = 25_000_000 / 524;  
		9: limiter = 25_000_000 / 587;  
		0: limiter = 25_000_000 / 659;  
		default: limiter = 0;		    
	endcase
end
always @(posedge clk) begin
	clk_counter = clk_counter + 1;
	if (clk_counter >= limiter) begin
		if (limiter > 0) begin
			spk1 = ~spk1;
		end else begin
			spk1 = 0;
		end
		clk_counter = 0;
	end
end
endmodule
```
`run.sh`:
```
#!/bin/bash
# OpenROAD 26Q1-2900-gdf79404cd8, Yosys 0.63+post, stock flow scripts
make -C /OpenROAD-flow-scripts/flow DESIGN_CONFIG=/design/flow/config.mk WORK_HOME=/design/flow/orfs finish
```
==> impl_metrics.tcl <==
# flow metrics
set metrics [dict create \
    ys.flops 27 \
    async_reset_ff_frac 0 \
    cts_buffer_depth 2 \
    yosys_area_um2 1810 \
    fin_setup_tns_ps 0 \
    insertedDiodeCount 0 \
    grt_start_max_net_pins 19 \
    grt_use_total 0.132 \
    wire_per_inst_um 13.6 \
    dp_hpwl_mm 2.93 \
    hold_path_class "flip-flop to flip-flop" \
    htreeDepth 1 \
    finalClockPeriodUsage 0.697 \
    top_cell_area_share 0.288 \
    area_delta_synth_final_pct 10.3 \
    ys_cells 210 \
    power.internal_uw 282 \
    critPathMaxStageDelay_ps 540 \
    finalHoldViolations 0 \
    crit_path_cell_trace "nand4_1 -> or3_1 -> o21a_1 -> or2_2 -> ha_1 -> a21o_1 -> a221oi_1 -> nand3_1 -> buf_4 -> or4_4" \
    peakVddDrop_uv 96.8 \
    dr.pass1.iters 4 \
    top_cell "dfxtp_1" \
    min-delay-start "spk1$_SDFFCE_PP0P_" \
    critPathLaunch "clk_counter[3]$_SDFF_PP0_" \
    die_y_um 79.6 \
    numCtsBuffers 3 \
    synth_seq_share 0.305 \
    die_w_um 79.6 \
    antenna_found_initial 0 \
    dieArea_um2 6330 \
    syn_inst 210 \
    drt_iter0_drc 115 \
    rows 27 \
    critical_path_arrival_ps 3660 \
    hold_depth 1 \
    avgSynthCellArea_um2 8.60 \
    post_cts_resized 0 \
    common_cells "dfxtp_1 (26), nor4_1 (19), ha_1 (18)" \
    p_per_area_nw_per_um2 187 \
    finalCriticalPeriod_ps 3630 \
    edf_count 1 \
    synth_area_um2 1810 \
    rr_worst_depth 10 \
    reg2reg_from "clk_counter[3]$_SDFF_PP0_" \
    yosys.area.top_type "dfxtp_1" \
    top_cells_by_area "dfxtp_1 (29%), ha_1 (12%), nor4_1 (6.6%)" \
    gp_congestion 0.915 \
    cp_max_fo 18 \
    vias_per_cell 5.20 \
    rsz0062_at_grt "no" \
    crit_required_ps 5230 \
    drv_slew 0 \
    tightest_slew_ps 644 \
    io_pins 5 \
    grt_pass1_wl_mm 6.62 \
    drv_cap 0 \
    clock-root-buffer "clkbuf_8" \
    flop_cell "dfxtp_1" \
    cts.sinks 27 \
    fmax_mhz 276 \
    placed_cell_area_um2 1940 \
    setup_viol 0 \
    pwr-share-seq 0.586 \
    cpMaxStageDelayCell "or3_1" \
    p_clk_frac 0.324 \
    status "finished clean" \
    hold_buffers 0 \
    coreArea_um2 5640 \
    grt-ovfl-total 0 \
    post-cts-setup-buffer-count 0 \
    drtAntennaViolNets 0 \
    clk_pin_slew_ps 90 \
    cts_tree "built" \
    drive_gt1_frac 0.0769 \
    p_comb_frac 0.090 \
    ys.warnings.count 1 \
    fin_skew_ps 1.40 \
    power_leakage_uw 0.000766 \
    relSlewSlack 0.571 \
    ys_types 45 \
    warning_count 25 \
    io_buffers 4 \
    switchingPower_uw 91.4 \
    vias 1523 \
    final_area_um2 1990 \
    sw_frac_of_total 0.245 \
    crit_path_end_kind "flip-flop" \
    core_util_floorplan 0.320 \
    grt_pass1_vias 1390 \
    drc_errors 0 \
    insertion_delay_ps 270 \
    cp-start-kind "flip-flop" \
    routed_wl_mm 3.99 \
    crit_type "flip-flop to flip-flop" \
]
-- stage by stage --
step	hold WS (ps)	setup slack (ps)	cells	utilization	power, uW
floorplan	505	1910	218	-	245
finish	564	1570	293	0.353	373
global route	590	1390	293	0.353	391
global placement	548	1400	289	0.345	256
detailed placement	555	1330	289	0.345	257
CTS	569	1600	293	0.353	376
-- state kept, by name (all words and copies together), names as in the netlist --
| register | count |
|---|---|
| clk_counter | 26 |
| spk1 | 1 |
-- layer usage --
layer	vias to the layer above	GRT usage	share of wire
met4	0	0.0109	0.0078
li1	810	-	-
met1	690	0.194	0.52
met3	2	0.00928	0.014
met2	21	0.221	0.46
met5	-	0	0
-- power groups by stage --
stage                 Combinational (uW)  Clock [uW]  Sequential, uW
after global routing                37.9         133             220
final                               33.6         121             219
after CTS                           33.3         124             219
-- placed cells by master, fill, tap and decap left out, drive strengths merged, types with 2 or more instances in the layout --
master / synthesis / final
dfxtp: 26 / 26
nor4: 22 / 22
ha: 18 / 18
nand2: 16 / 16
o21ai: 16 / 16
nand4: 12 / 12
nor2: 12 / 12
xnor2: 11 / 11
nand3: 9 / 9
conb: 1 / 9
inv: 7 / 7
xor2: 6 / 6
a21oi: 5 / 5
nor3: 4 / 4
a21boi: 4 / 4
clkdlybuf4s50: 0 / 4
buf: 5 / 4
and4: 3 / 3
nand2b: 3 / 3
clkbuf: 4 / 3
or2: 3 / 3
and3: 2 / 2
o21a: 2 / 2
or3: 2 / 2
a211oi: 2 / 2
o22ai: 2 / 2
-- worst max-delay path, delay by kind of cell, from the launching register on --
family | cells | cell delay (ps)
and+or+nand+nor | 5 | 1760
AOI/OAI and AO/OA | 3 | 680
DFF | 1 | 420
adders and majority gates | 1 | 300
buffers and inverters | 1 | 220
-- cells by family after synthesis --
kind of cell	share of synthesized area
buffers and inverters	0.0430
and+or+nand+nor	0.288
other	0.00208
xor gates and xnor gates	0.0825
adders and majority gates	0.125
AOI/OAI and AO/OA	0.155
DFF	0.305
-- worst paths after layout --
check	slack [ps]	endpoint
hold / removal	560	spk1$_SDFFCE_PP0P_
hold reg to reg	560	spk1$_SDFFCE_PP0P_
setup reg to reg	1570	spk1$_SDFFCE_PP0P_
setup / recovery	1570	spk1$_SDFFCE_PP0P_
-- layout make-up --
class,count,area [um^2]
multi-input cells,175,1210
clock buffers,3,41.3
well taps,72,90.1
fillers,561,3650
repair buffers,8,70.1
clock inverters,1,5.00
flip-flops and latches,27,551
inverters,7,26.3
Power figures rest on the tool's default switching activity, not on a simulated workload.
