==> flow/design.v <==
module buzzer(clk, sw, high_sw, num, buzz);
input clk, sw, high_sw;
input [3:0] num;
output reg buzz;
reg [25:0] limiter = 25_000_000;
reg [25:0] counter = 0;
always @(*) begin
	case (num)
		1: limiter = 25_000_000 / (high_sw == 1 ? 262 : 523);	 
		2: limiter = 25_000_000 / (high_sw == 1 ? 294 : 587);	 
		3: limiter = 25_000_000 / (high_sw == 1 ? 330 : 659);	 
		4: limiter = 25_000_000 / (high_sw == 1 ? 349 : 698);	 
		5: limiter = 25_000_000 / (high_sw == 1 ? 392 : 784);	 
		6: limiter = 25_000_000 / (high_sw == 1 ? 440 : 880);    
		7: limiter = 25_000_000 / (high_sw == 1 ? 494 : 988);    
		8: limiter = 25_000_000 / (high_sw == 1 ? 523 : 1047);   
		9: limiter = 25_000_000 / (high_sw == 1 ? 587 : 1175);   
		0: limiter = 25_000_000 / (high_sw == 1 ? 659 : 1319);   
		default: limiter = 0;
	endcase
end
always @(posedge clk) begin
	if (sw == 0) begin
		counter = counter + 1;
		if (counter >= limiter) begin
			if (limiter > 0)
				buzz = ~buzz;
			else
				buzz = 0;
			counter = 0;
		end
	end
end
endmodule
==> flow/run.sh <==
#!/bin/bash
# OpenROAD 26Q1-2900-gdf79404cd8, Yosys 0.63+post, stock flow scripts
make -C /OpenROAD-flow-scripts/flow DESIGN_CONFIG=/design/flow/config.mk WORK_HOME=/design/flow/orfs finish
==> flow/config.mk <==
export PLATFORM = sky130hd
export DESIGN_NAME = buzzer
export DESIGN_NICKNAME = buzzer
export VERILOG_FILES = /design/flow/design.v
export SDC_FILE = /design/flow/constraint.sdc
export NUM_CORES = 4
export LEC_CHECK = 1
export CORE_UTILIZATION = 30
==> flow/constraint.sdc <==
current_design buzzer

set clk_period 30.2
set clk_io_pct 0.2

create_clock -name clk0 -period $clk_period [get_ports {clk}]

set non_clock_inputs [all_inputs -no_clocks]
set_input_delay [expr $clk_period * $clk_io_pct] -clock clk0 $non_clock_inputs
set_output_delay [expr $clk_period * $clk_io_pct] -clock clk0 [all_outputs]
==> results.yml <==
# implementation run metrics
route:
  dr_total_vias: 32300
  detail_route.first_pass.iterations: 5
  drt_drc_violations_left: 0
  detail_route.vias_per_cell: 5.21
  ant_nets: 0
  drt_iter0_drc: 1643
  wl_per_cell_um: 14.8
  route.final.wire_length_mm: 91.6
  antenna_cells: 0
grt:
  first_global_vias: 30300
  antenna_violations_before_repair: 0
  largest_net_degree_at_the_start_of_global_routing: 49
  globalRoute.totalOverflow: 0
  grt_pass1_wl_mm: 149
  grt.total_usage_pct: 22.1
synth:
  synthesis.area_um2: 23800
  asyncSetResetFlopFracSynth_pct: 0
  ys_sh_adder_pct: 13.9
  ys_top_cells_by_count: "sky130_fd_sc_hd__nor2_1, sky130_fd_sc_hd__a21oi_1, sky130_fd_sc_hd__ha_1"
  post-synth-top-count-cell: "sky130_fd_sc_hd__nor2_1"
  synth_area_leader_cell: "sky130_fd_sc_hd__ha_1"
  synth-cells-yosys: 3439
  chip_area_from_the_yosys_synthesis_statistics_um2: 23800
  top_cells_by_area: "sky130_fd_sc_hd__ha_1, sky130_fd_sc_hd__a21oi_1, sky130_fd_sc_hd__nor2_1"
  enable_flop_cells: 27
  synth.area.mux_share_pct: 4.74
  yosys.cell_types.count: 125
  synth.ff_latch_count: 27
  synth-simple-area-share_pct: 30.3
  synthCells: 3439
  syn-mean-instance-area_um2: 6.92
  synthesis.yosys.warnings: 1
  synth_top_flop_cell: "sky130_fd_sc_hd__edfxtp_1"
  synth_top_area_share_pct: 13.9
  fraction_of_synthesized_cell_area_in_xor_and_xnor_cells_pct: 9.08
  synth.logic.top_family: "AND-OR/OR-AND gates"
  compound_area_share_pct: 35.0
  share_of_the_yosys_chip_area_belonging_to_registers_pct: 3.41
timing:
  setup_failing_eps_final: 27
  maxClockFrequency_ghz: 0.0153
  worst_slew_margin_rel_pct: 43.4
  timing.final.hold_violations: 0
  min_setup_slack_post_route_ps: -35010
  worst_clock_skew_ps: 2.43
  final_period_minus_worst_setup_slack_ps: 65210
  rsz0062_at_grt: "true"
  period_used_pct: 216
  timing.final.max_slew_violations: 0
  max_slew.worst_pin.slew_ps: 849
hold_path:
  worstHoldPathType: "flip-flop to flip-flop"
cts:
  h_tree_depth: 1
  clkSlewWorstSetupHoldPaths_ps: 70
  clock_tree_from_tritoncts: "done"
  clockRootBuffer: "sky130_fd_sc_hd__clkbuf_16"
  cts_max_path_buffers: 2
  clkLatencyLatePin_ps: 260
  cts_inserted_buffers: 3
  cts.sink_count: 27
finish:
  combinational_cell_area_excluding_buffers_and_inverters_um2: 24300
  filler_cell_count: 6882
  share_of_layout_cells_above_drive_strength_1_pct: 45.0
  seqCellArea_um2: 811
  synthToLayoutAreaGrowth_pct: 70.6
  layout.cells.non_filler: 6187
critical_path:
  worst-path-max-fanout: 6
  arrival_worst_endpoint_ps: 65220
  cpMostUsedCell: "sky130_fd_sc_hd__a21oi_2"
  endpoint_kind: "flip-flop"
  required_ps: 30220
  worst_setup_path_start_kind: "primary input"
  critPathMaxStageDelay_ps: 560
  criticalPathCategory: "primary input to flip-flop"
  timing.critical_path.slowest_stage_cell: "sky130_fd_sc_hd__or4_4"
job:
  max_cap_viol_count: 0
  tool_warnings: 29
placed_design:
  pre_cts_slack_ps: -36730
  globalplace.congestion: 0.968
  hpwl_mm: 70.7
  place.detailed.instances: 5942
  count_of_buffers_inserted_at_the_top_level_ports: 7
floorplanning:
  ioPinCount: 8
  floorplan.initialDensity_pct: 30.5
  floorplan.die_area_um2: 80500
  design.core.area_um2: 78000
  die_width_um: 284
  num_rows: 102
  die_y_um: 284
status:
  failed_checks: "setup timing"
  status: "finished, violations left"
worst paths after layout:
kind | startpoint | endpoint | slack (ps) | cells after the start
setup / recovery | num[3] | counter[22] | -35010 | 391
hold / removal | buzz | buzz | 550 | 1
setup reg to reg | counter[0] | counter[22] | 24890 | 38
hold reg to reg | buzz | buzz | 550 | 1
state kept, by name, indices dropped and copies added, names as in the netlist:
signal	count
buzz	1
counter	26
logic make-up (layout without fill, tap and decap cells):
logic type,count (synthesis),count (layout)
flops,27,27
mux,101,101
compound gates,1208,1209
buf+inv,204,1903
fa+ha+maj,265,265
other cells,2,10
xor+xnor,246,246
simple gates,1386,1386
cells in the final DEF (no fill, tap or decap), types with 59 or more instances in the layout:
| cell type | Yosys | layout |
|---|---|---|
| sky130_fd_sc_hd__o21a_1 | 98 | 96 |
| sky130_fd_sc_hd__a21oi_1 | 304 | 232 |
| sky130_fd_sc_hd__nor2_1 | 389 | 341 |
| sky130_fd_sc_hd__nand2b_1 | 79 | 76 |
| sky130_fd_sc_hd__nor2b_1 | 74 | 59 |
| sky130_fd_sc_hd__o21ai_0 | 191 | 127 |
| sky130_fd_sc_hd__nand4_1 | 59 | 59 |
| sky130_fd_sc_hd__ha_1 | 265 | 217 |
| sky130_fd_sc_hd__nor3_1 | 120 | 112 |
| sky130_fd_sc_hd__nand3_1 | 112 | 103 |
| sky130_fd_sc_hd__a21oi_2 | 3 | 68 |
| sky130_fd_sc_hd__xor2_1 | 90 | 90 |
| sky130_fd_sc_hd__o21ai_1 | 24 | 63 |
| sky130_fd_sc_hd__a21o_1 | 115 | 114 |
| sky130_fd_sc_hd__inv_1 | 99 | 92 |
| sky130_fd_sc_hd__nand2_1 | 261 | 243 |
| sky130_fd_sc_hd__xnor2_1 | 155 | 155 |
| sky130_fd_sc_hd__buf_4 | 8 | 1763 |
cell type report:
class	instances	share of cell area, %
well taps	1040	3.20
multi-input cells	3217	59.8
inverters	102	0.961
repair buffers	1797	33.8
flip-flops and latches	27	2.00
clock buffers	3	0.185
clock inverters	1	0.0185
critical path, delay by kind of cell:
kind	cells	cell delay (ps)
AOI/OAI and AO/OA	208	29620
and+or+nand+nor	120	17310
adders and majority gates	25	6540
buffers and inverters	32	3790
muxes	6	1880
layer usage:
metal	share of wire, %	global-route usage (%)	vias to the layer above
li1	-	-	16600
met1	49	31.9	14800
met2	45	36.3	744
met3	4.5	1.76	140
met4	2.0	3.89	0
met5	0	0	-
timing repair:
item | CTS | global route
buffers inserted | 168 | 68
resized | 157 | 141
gates cloned | 4 | 2
pin swaps | 133 | 125
hold buffers | 0 | 0
endpoints found under the setup margin | 27 | 27
through the flow:
step / hold slack [ps] / util (%) / TNS (ps) / cell area, µm²
floorplan: 505 / - / -1078490 / 25100
global placement: 546 / 47.9 / -964640 / 37300
detailed placement: 544 / 47.9 / -991270 / 37300
CTS: 554 / 50.6 / -934460 / 39500
global route: 562 / 52.1 / -1062590 / 40600
finish: 552 / 52.1 / -944200 / 40600
